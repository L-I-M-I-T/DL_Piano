===== flow/design.v =====
`timescale 1ns / 1ps
module controller(read,clk,kclk,kdata,rst,keycodeout,led,queue,f);
input read;
input clk;
input kclk;
input kdata;
input rst;
output [31:0] keycodeout;
output [7:0] led;
output [31:0] queue;
output f;
reg [31:0] c;
wire kclkf, kdataf;
reg [7:0] datacur;
reg [7:0] dataprev;
reg [3:0] cnt=0;
reg [31:0] keycode=0;
reg flag=0,flag_old=0,fl;
reg [31:0] queue2=0;
integer con;
debouncer debounce(.clk(clk),.I0(kclk),.I1(kdata),.O0(kclkf),.O1(kdataf));
initial begin
  fl=f;
  con=0;
end
always@(negedge kclkf) begin
  case(cnt)
    0:;
    1:datacur[0]<=kdataf;
    2:datacur[1]<=kdataf;
    3:datacur[2]<=kdataf;
    4:datacur[3]<=kdataf;
    5:datacur[4]<=kdataf;
    6:datacur[5]<=kdataf;
    7:datacur[6]<=kdataf;
    8:datacur[7]<=kdataf;
    9:flag<=1'b1;
    10:flag<=1'b0;
  endcase
  if(cnt<=9) cnt<=cnt+1; else cnt<=0;
end
always @(posedge clk ) begin
  flag_old<=flag; 
  if (rst==1) begin keycode<=0;con<=0;end
    else begin
      if ((flag_old==0)&&(flag==1)&&(read==1)) begin
         if ((con==0)&&(datacur==8'h71)) con=3;
         if (con==0) begin
           keycode[31:24]<=keycode[23:16];
           keycode[23:16]<=keycode[15:8];
           keycode[15:8]<=dataprev;
           keycode[7:0]<=datacur;
           dataprev<=datacur;
         end
         else con=con-1;
      end
    end
end
assign keycodeout=keycode;
assign led=keycode[7:0];
assign queue=queue2;
assign f=fl;
endmodule
`timescale 1ns / 1ps
module seg7decimal(display,x,clk,seg,an,dp);
input display;
input [31:0] x;
input clk;
output reg [6:0] seg;
output reg [7:0] an;
output wire dp;
wire [2:0] s;	 
reg [3:0] digit;
wire [7:0] aen;
reg [19:0] clkdiv;
assign dp = 1;
assign s = clkdiv[19:17];
assign aen = 8'b11111111;
always @(posedge clk)
    if (display)
	  case(s)
	     0:digit = x[3:0]; 
	     1:digit = x[7:4]; 
	     2:digit = x[11:8];
	     3:digit = x[15:12]; 
	     4:digit = x[19:16];
         5:digit = x[23:20];
         6:digit = x[27:24]; 
         7:digit = x[31:28]; 
	     default:digit = x[3:0];
	  endcase
always @(*)
    if (display)
      case(digit)
          0:seg = 7'b1000000;			
          1:seg = 7'b1111001;
          2:seg = 7'b0100100;							
          3:seg = 7'b0110000;							 	
          4:seg = 7'b0011001;						    
          5:seg = 7'b0010010;                                    
          6:seg = 7'b0000010;
          7:seg = 7'b1111000;
          8:seg = 7'b0000000;
          9:seg = 7'b0010000;
          'hA:seg = 7'b0001000; 
          'hB:seg = 7'b0000011; 
          'hC:seg = 7'b1000110;
          'hD:seg = 7'b0100001;
          'hE:seg = 7'b0000110;
          'hF:seg = 7'b0001110;
          default: seg = 7'b0000000;
      endcase
always @(*) 
    if (display) begin 
      an=8'b11111111;
      if (aen[s] == 1) an[s] = 0;
    end
always @(posedge clk) clkdiv <= clkdiv+1;
endmodule
`timescale 1ns / 1ps
module debouncer(clk,I0,I1,O0,O1);
input clk;
input I0;
input I1;
output reg O0;
output reg O1;
integer cnt0,cnt1;
reg Iv0=0,Iv1=0;
reg out0, out1;
always@(posedge clk) begin
  if (I0==Iv0)begin
    if (cnt0==19) O0<=I0; else cnt0<=cnt0+1; 
  end
  else begin cnt0<=0;Iv0<=I0;end
  if (I1==Iv1) begin 
    if (cnt1==19) O1<=I1; else cnt1<=cnt1+1;
  end
  else begin cnt1<=0;Iv1<=I1;end
end
endmodule
`timescale 1ns / 1ps
module scale(piano,keycode,clk,key,speaker);
input piano;
input [31:0] keycode;
input clk;
input [7:0] key;
output speaker;
reg sound,fl;
integer count,t,p,f;
initial f=1;
always @(posedge clk) 
      if (keycode[7:0]==8'hf0) f<=0;
        else begin
           case (keycode[7:0]) 
              8'h16:t<=190839; 
              8'h1e:t<=180505; 
              8'h26:t<=170068; 
              8'h25:t<=160771; 
              8'h2e:t<=151515; 
              8'h36:t<=143266; 
              8'h3d:t<=135135; 
              8'h3e:t<=127551; 
              8'h46:t<=120481; 
              8'h45:t<=113636; 
              8'h4e:t<=107296;
              8'h55:t<=101214; 
              8'h15:t<=95602;
              8'h1d:t<=90252;
              8'h24:t<=85178;
              8'h2d:t<=80385;
              8'h2c:t<=75872;
              8'h35:t<=71633;
              8'h3c:t<=67567;
              8'h43:t<=63775;
              8'h44:t<=60168;
              8'h4d:t<=56818;
              8'h54:t<=54171;
              8'h5b:t<=50607;
              8'h1c:t<=47755;
              8'h1b:t<=45085;
              8'h23:t<=42553;
              8'h2b:t<=40160;
              8'h34:t<=37622;
              8'h33:t<=35790;
              8'h3b:t<=33783;
              8'h42:t<=31887;
              8'h4b:t<=30102;
              8'h4c:t<=28409;
              8'h52:t<=26809;
              8'h5a:t<=25303;
              8'h29:t<=0;
              8'h00:t<=0;
              default:;
            endcase
            if (f==0) begin t<=0;f<=1;end
          end
always @(posedge clk) 
  if (t>1) begin
    if (count>t) begin
        sound<=~sound;
        count<=0;
    end
    else count<=count+1;
  end
assign speaker=sound&piano;
endmodule
`timescale 1ns / 1ps
module top(CLK,ps2_clk,ps2_data,rst,SEG,AN,DP,LED,speaker);
input CLK;
inout ps2_clk;
inout ps2_data;
input rst;
output [6:0] SEG;
output [7:0] AN;
output DP;
output [7:0] LED;
output speaker;  
wire [31:0] keycode;
wire [31:0] queue;
wire [31:0] con;
integer i;
wire f;
assign read=1;
assign piano=1;
assign display=1;
controller controller(
.read(read),
.clk(CLK),
.kclk(ps2_clk),
.kdata(ps2_data),
.rst(rst),
.keycodeout(keycode[31:0]),
.led(LED),
.queue(queue[15:0]),
.f(f)
);
scale scaler(
.piano(piano),
.keycode(keycode),
.clk(CLK),
.key(LED),
.speaker(speaker)
);
seg7decimal sevenSeg(
.display(display),
.x(keycode[31:0]),
.clk(CLK),
.seg(SEG[6:0]),
.an(AN[7:0]),
.dp(DP)
);
endmodule

===== flow/run.sh =====
#!/bin/bash
# OpenROAD 26Q1-2900-gdf79404cd8, Yosys 0.63+post, stock flow scripts
make -C /OpenROAD-flow-scripts/flow DESIGN_CONFIG=/design/flow/config.mk WORK_HOME=/design/flow/orfs finish

===== flow/constraint.sdc =====
current_design top

set clk_period 10.7
set clk_io_pct 0.2

create_clock -name clk0 -period $clk_period [get_ports {CLK}]

set non_clock_inputs [all_inputs -no_clocks]
set_input_delay [expr $clk_period * $clk_io_pct] -clock clk0 $non_clock_inputs
set_output_delay [expr $clk_period * $clk_io_pct] -clock clk0 [all_outputs]

===== flow/config.mk =====
export PLATFORM = sky130hd
export DESIGN_NAME = top
export DESIGN_NICKNAME = top
export VERILOG_FILES = /design/flow/design.v
export SDC_FILE = /design/flow/constraint.sdc
export NUM_CORES = 4
export LEC_CHECK = 1
export CORE_UTILIZATION = 50

==> flow_summary_export.csv <==
group,metric,value,unit
outcome,status,"aborted with a tool error",
yosys,netlist_instances,1423,
placement,port_buffers,25,
placement,placed_cells,1723,
yosys,enable_flop_cells,72,
clocking,post_cts_hold_buffer_count,0,
clocking,clk_root_buffer_cell,"sky130_fd_sc_hd__clkbuf_16",
yosys,post_synth.cell_area_avg,8.85,um2
die,floorplan.die.width,161,um
die,io-pin-count,29,
outcome,halt_reason,"[ERROR RSZ-0074] Failed to build tree from global routes for pin 'ps2_data' and net 'ps2_data' at grid (3450, 100050): found route to 4 pins, expected 3",
clocking,postCtsResizedCells,0,
yosys,ys_chip_area,12600,um2
clocking,clock_tree_buffer_depth,3,
global_route,grt_start_max_net_pins,69,
clocking,h-tree-depth,1,
yosys,async_reset_ff_share,0,%
yosys,post_synth_instance_area,12600,um2
yosys,synth.distinct_cells,85,
yosys,yosys-top-cells-area,"sky130_fd_sc_hd__dfxtp_1, sky130_fd_sc_hd__edfxtp_1, sky130_fd_sc_hd__xor2_1",
outcome,outcome.stop_stage,"5_1_grt",
yosys,synthFlopType,"sky130_fd_sc_hd__dfxtp_1",
yosys,largest_area_cell,"sky130_fd_sc_hd__dfxtp_1",
placement,pre_cts_setup_slack,6530,ps
placement,half_perimeter_wire_length_after_detailed_placement,18.4,mm
placement,gpl.final_weighted_congestion,0.951,
die,fp_util,51.4,%
sta,count_of_endpoints_without_a_timing_constraint,33,
yosys,ys_cells,1423,
yosys,ys.warnings.count,8,
clocking,inserted_clock_buffers,26,
die,die-height,161,um
yosys,synth_seq_share,42.7,%
yosys,synth_flops,233,
clocking,cts.repair_timing.setup_buffer_count,0,
sta,count_of_unclocked_register_or_latch_pins,13,
yosys,top_area_share,25.6,%
die,row_count,57,
[cells by family after synthesis]
| logic type | count (synthesis) | share of synthesized area, % |
|---|---|---|
| AND/OR/NAND/NOR | 677 | 27.6 |
| other | 1 | 0.0298 |
| multiplexers | 17 | 1.43 |
| flip-flops | 233 | 42.7 |
| AND-OR/OR-AND | 196 | 10.1 |
| adder cells (fa/ha/maj) | 40 | 3.97 |
| XOR/XNOR | 135 | 9.38 |
| buffers and inverters | 124 | 4.74 |
[Yosys cell counts, drive strengths merged, types with 44 or more instances]
master / count
xor2: 89
nor2: 186
a21oi: 63
nand2: 148
o21ai: 44
nand3: 77
xnor2: 46
edfxtp: 72
dfxtp: 161
inv: 46
[stage by stage]
stage	hold slack [ps]	utilization, %	area (um2)
3_5_place_dp	397	53.3	13100
2_1_floorplan	379	-	12600
4_1_cts	408	56.6	13900
3_3_place_gp	394	53.3	13100
